===== /design/flow/design.v =====
module CRC(
  input         clock,
  input         reset,
  input         io_en,
  input         io_in,
  output        io_out,
  output [15:0] io_debug
);
  reg  lfsr_0;  
  reg  lfsr_1;  
  reg  lfsr_2;  
  reg  lfsr_3;  
  reg  lfsr_4;  
  reg  lfsr_5;  
  reg  lfsr_6;  
  reg  lfsr_7;  
  reg  lfsr_8;  
  reg  lfsr_9;  
  reg  lfsr_10;  
  reg  lfsr_11;  
  reg  lfsr_12;  
  reg  lfsr_13;  
  reg  lfsr_14;  
  reg  lfsr_15;  
  wire  bit_ = io_en & (io_in ^ lfsr_15);  
  wire [7:0] lo = {lfsr_7,lfsr_6,lfsr_5,lfsr_4,lfsr_3,lfsr_2,lfsr_1,lfsr_0};  
  wire [7:0] hi = {lfsr_15,lfsr_14,lfsr_13,lfsr_12,lfsr_11,lfsr_10,lfsr_9,lfsr_8};  
  assign io_out = io_en ? io_in : lfsr_15;  
  assign io_debug = {hi,lo};  
  always @(posedge clock) begin
    lfsr_0 <= io_en & (io_in ^ lfsr_15);  
    lfsr_1 <= lfsr_0;  
    lfsr_2 <= lfsr_1;  
    lfsr_3 <= lfsr_2;  
    lfsr_4 <= lfsr_3;  
    lfsr_5 <= lfsr_4 ^ bit_;  
    lfsr_6 <= lfsr_5;  
    lfsr_7 <= lfsr_6;  
    lfsr_8 <= lfsr_7;  
    lfsr_9 <= lfsr_8;  
    lfsr_10 <= lfsr_9;  
    lfsr_11 <= lfsr_10;  
    lfsr_12 <= lfsr_11 ^ bit_;  
    lfsr_13 <= lfsr_12;  
    lfsr_14 <= lfsr_13;  
    lfsr_15 <= lfsr_14;  
  end
endmodule

===== /design/flow/run.sh =====
#!/bin/bash
# OpenROAD 26Q1-2900-gdf79404cd8, Yosys 0.63+post, stock flow scripts
make -C /OpenROAD-flow-scripts/flow DESIGN_CONFIG=/design/flow/config.mk WORK_HOME=/design/flow/orfs finish

===== /design/flow/config.mk =====
export PLATFORM = sky130hd
export DESIGN_NAME = CRC
export DESIGN_NICKNAME = CRC
export VERILOG_FILES = /design/flow/design.v
export SDC_FILE = /design/flow/constraint.sdc
export NUM_CORES = 4
export LEC_CHECK = 1
export CORE_AREA = 10 10 70 70
export DIE_AREA = 0 0 80 80

===== /design/flow/constraint.sdc =====
current_design CRC

set clk_period 1.0
set clk_io_pct 0.2

create_clock -name clk0 -period $clk_period [get_ports {clock}]

set non_clock_inputs [all_inputs -no_clocks]
set_input_delay [expr $clk_period * $clk_io_pct] -clock clk0 $non_clock_inputs
set_output_delay [expr $clk_period * $clk_io_pct] -clock clk0 [all_outputs]

==> impl_metrics.env <==
# source this file to load flow results
export IMPL_status="finished with violations"
export IMPL_violations="setup timing"
export IMPL_pwr_share_comb_pct=29.0
export IMPL_p_seq_share_pct=51.9
export IMPL_p_per_area_mw_per_mm2=3140
export IMPL_rsz0062_at_grt="true"
export IMPL_setup_ws_ns=-0.174
export IMPL_postCtsHoldBufs=0
export IMPL_wl_um=927
export IMPL_netSwitchingPower_mw=0.465
export IMPL_postSynthCellCount=38
export IMPL_cap_violations=0
export IMPL_clockPowerShare_pct=19.1
export IMPL_numSynthFlops=16
export IMPL_p_int_mw=1.67
export IMPL_vias_per_cell=2.66
export IMPL_synth_cell_types=7
export IMPL_crit_required_ns=0.80
export IMPL_synth_area_um2=485
export IMPL_htree_levels=1
export IMPL_clk_pin_slew_ns=0.09
export IMPL_cts_path_max_buffers=2
export IMPL_finish_instance_area_um2=681
export IMPL_power_switching_share_pct=21.7
export IMPL_root_buffer="clkbuf_4"
export IMPL_critPathMaxFanout=2
export IMPL_ys_warn_count=1
export IMPL_warnings=28
export IMPL_placed_area_um2=643
export IMPL_via_count=266
export IMPL_setup_viol=5
export IMPL_fin_skew_ns=0.00567
export IMPL_ys_seq_share_pct=66.0
export IMPL_place_congestion=0.744
export IMPL_drive_above_1_share_pct=88.9
export IMPL_yosysTopAreaCell="dfxtp_1"
export IMPL_first_global_vias=309
export IMPL_cts_buffers=3
export IMPL_fin_crit_sh_pct=117
export IMPL_port_buffers=19
export IMPL_lay_top_cells="dfxtp_2 (16), clkbuf_2 (8), buf_2 (7), buf_4 (7)"
export IMPL_grt_start_max_net_pins=10
export IMPL_yosys_area_um2=485
export IMPL_hpwl_um=711
export IMPL_min_path_type="flip-flop to flip-flop"
export IMPL_antenna_found_initial=0
export IMPL_grt_pass1_wl_um=1550
export IMPL_worstMarginPinSlew_ns=0.127
export IMPL_period_needed_ns=1.17
export IMPL_drc=0
export IMPL_leakagePower_nw=0.321
export IMPL_end_kind="output port"
export IMPL_ir_worst_vdd_uv=519
export IMPL_cts_tree="done"
export IMPL_cts_sinks=16
export IMPL_drtIter0Drc=7
export IMPL_arrival_ns=0.97
export IMPL_ioPinCount=21
export IMPL_maxSlewHeadroom_pct=91.5
export IMPL_max_freq_ghz=0.852
export IMPL_wl_per_cell_um=9.27
export IMPL_ant_nets=0
export IMPL_dp_slack_ns=-0.651
export IMPL_top_cell_area_share_pct=66.0
export IMPL_chipArea_mm2=0.00640
export IMPL_finalHoldViolCount=0
export IMPL_fin_setup_tns_ns=-0.540
export IMPL_mostFrequentLayoutCell="dfxtp_2"
export IMPL_ys_cells=38
export IMPL_drtPass1Iterations=2
export IMPL_rows=21
export IMPL_grt_overflow=0
export IMPL_core_area_mm2=0.00342
export IMPL_worstSetupPathType="flip-flop to output port"
export IMPL_die_w_um=80
export IMPL_syn2layout_area_growth_pct=40.2
export IMPL_die_h_um=80
export IMPL_top_cells_by_area="dfxtp_1 (66%), buf_4 (25%), xnor2_1 (3.6%)"
export IMPL_syn_area_per_cell_um2=12.8
export IMPL_initCoreUtil_pct=14.2
export IMPL_startpoint_type="flip-flop"
export IMPL_clock_latency_ns=0.28
export IMPL_grt_total_usage_pct=3.19
export IMPL_diodes=0
export IMPL_slew_violations=0
## power by group through the flow
| stage | clock network [mW] | registers (mW) | logic [mW] |
|---|---|---|---|
| after CTS | 0.432 | 1.12 | 0.674 |
| after global routing | 0.466 | 1.16 | 0.712 |
| final | 0.408 | 1.11 | 0.621 |
## critical path, stage by stage, from the launching register on
cell and delay [ns]:
dfxtp_2 0.32, mux2_4 0.27, buf_6 0.11
## path summary, 6_finish.rpt
path / start / slack [ns] / depth (start not counted) / end
worst max-delay path: lfsr_15 / -0.17 / 2 / io_out
worst min-delay path: lfsr_7 / 0.35 / 0 / lfsr_8
worst max register to register: lfsr_15 / -0.07 / 6 / lfsr_0
worst min register to register: lfsr_7 / 0.35 / 0 / lfsr_8
## synthesized netlist by cell type (all sizes together)
library cell and instances:
xor2 1, inv 1, xnor2 2, nand2 1, dfxtp 16, mux2 1, buf 16
## state kept, by name, summed over array words and instances, names as in the netlist
signal and count:
lfsr_0 1, lfsr_1 1, lfsr_10 1, lfsr_11 1
lfsr_12 1, lfsr_13 1, lfsr_14 1, lfsr_15 1
lfsr_2 1, lfsr_3 1, lfsr_4 1, lfsr_5 1
lfsr_6 1, lfsr_7 1, lfsr_8 1, lfsr_9 1
## cell families (layout without fill, tap and decap cells)
| kind of cell | Yosys count | after routing | share of synthesized area [%] |
|---|---|---|---|
| muxes | 1 | 1 | 2.32 |
| and+or+nand+nor | 1 | 1 | 0.772 |
| xor gates and xnor gates | 3 | 3 | 5.41 |
| buffers and inverters | 17 | 33 | 25.5 |
| DFF | 16 | 16 | 66.0 |
## metal layers
metal  vias to the layer above  global-route usage [%]  share of wire (%)
met5                         -                       0                  0
met3                         2                    2.27                 13
met4                         0                   0.880                1.4
met2                        11                    4.65                 43
li1                        132                       -                  -
met1                       121                    3.64                 42
## cell type report
class	count	area (um2)
clock buffers	4	36.3
flip-flops and latches	16	340
inverters	1	3.75
repair buffers	28	188
fillers	378	2740
multi-input cells	5	55.1
well taps	46	57.6
## timing repair
item | CTS | global route
resized | 62 | 11
setup endpoints to repair | 20 | 13
setup buffers | 5 | 0
pin swaps | 0 | 1
## stage by stage
| stage | power (mW) | instances | utilization [%] | hold slack (ns) |
|---|---|---|---|---|
| 3_3_place_gp | 1.80 | 91 | 18.8 | 0.337 |
| 6_report | 2.14 | 100 | 19.9 | 0.351 |
| 2_1_floorplan | 1.44 | 38 | - | 0.332 |
| 5_1_grt | 2.33 | 100 | 19.9 | 0.362 |
| 3_5_place_dp | 1.80 | 91 | 18.8 | 0.338 |
| 4_1_cts | 2.22 | 100 | 20.6 | 0.354 |
Power is estimated from default activity; no workload was simulated.
